$ cat design/flow/design.v
module cdc_event(
        input clk,
        input reset_n,
        input src_event,
        output busy,
        input dst_clk,
        input dst_reset_n,
        output reg dst_event
    );
reg req;
reg ack;
reg xack_pipe;
assign busy = req || ack;
reg xreq_pipe;
reg new_req;
reg last_req;
always @(posedge clk or negedge reset_n)
    if (!reset_n) begin
        req <= 0;
        ack <= 0;
        xack_pipe <= 0;
    end
    else begin
        if (!busy && src_event)
            req <= 1;
        else if (ack)
            req <= 0;
        {ack, xack_pipe} <= {xack_pipe, new_req};
    end
always @(posedge dst_clk or negedge dst_reset_n)
    if (!dst_reset_n) begin
        xreq_pipe <= 0;
        new_req <= 0;
        last_req <= 0;
        dst_event <= 0;
    end
    else begin
        {last_req, new_req, xreq_pipe} <= {new_req, xreq_pipe, req};
        dst_event <= !last_req && new_req;
    end
endmodule
module spi_slave
    #(
        parameter A_WIDTH = 5
    )(
        input       clk,
        input       reset_n,
        output      chip_select,
        output reg  [(A_WIDTH-1):0] csr_address,
        output wire csr_read,
        input       [7:0] csr_readdata,
        output wire csr_write,
        output reg  [7:0] csr_writedata,
        input       sck,
        input       nss,
        input       sdi,
        output      sdo
    );
reg [1:0] nss_d;
always @(posedge clk)
    nss_d <= {nss_d[0], nss};
assign chip_select = !nss_d[1];
wire spi_reset_n = reset_n && !nss;
reg  [2:0] bit_cnt;
reg  [7:0] rreg;
reg  [7:0] treg;
reg  is_first_byte;
reg  is_write;
reg  write_event;
reg  read_event;
reg  sdo_dat_en;
    assign sdo = (spi_reset_n && sdo_dat_en) ? treg[7] : 1'bz;
always @(posedge sck or negedge spi_reset_n)
    if (!spi_reset_n) begin
        bit_cnt <= 0;
        rreg <= 0;
        is_first_byte <= 1;
        is_write <= 0;
        write_event <= 0;
        read_event <= 0;
    end
    else begin
        read_event <= 0;
        write_event <= 0;
        rreg <= {rreg[6:0], sdi};
        bit_cnt <= bit_cnt + 1'b1;
        if (bit_cnt == 6 && !is_first_byte && is_write)  
            write_event <= 1;
        if (bit_cnt == 7) begin  
            is_first_byte <= 0;
            csr_writedata <= {rreg[6:0], sdi};
            if (is_first_byte) begin
                is_write <= rreg[6];  
                csr_address <= {rreg[(A_WIDTH-2):0], sdi};
                read_event <= !rreg[6];
            end
            else if (!is_write) begin
                read_event <= 1;
            end
        end
    end
always @(negedge sck or negedge spi_reset_n)
    if (!spi_reset_n) begin
        treg <= 0;
        sdo_dat_en <= 0;
    end
    else begin
        if (!is_write && !is_first_byte)
            sdo_dat_en <= 1;
        if (bit_cnt == 0)
            treg <= csr_readdata;  
        else
            treg <= {treg[6:0], 1'b0};
    end
cdc_event cdc_write_m(
    .clk(sck),
    .reset_n(spi_reset_n),
    .src_event(write_event),
    .dst_clk(clk),
    .dst_reset_n(reset_n),
    .dst_event(csr_write)
);
cdc_event cdc_read_m(
    .clk(sck),
    .reset_n(spi_reset_n),
    .src_event(read_event),
    .dst_clk(clk),
    .dst_reset_n(reset_n),
    .dst_event(csr_read)
);
endmodule
$ cat design/flow/run.sh
#!/bin/bash
# OpenROAD 26Q1-2900-gdf79404cd8, Yosys 0.63+post, stock flow scripts
make -C /OpenROAD-flow-scripts/flow DESIGN_CONFIG=/design/flow/config.mk WORK_HOME=/design/flow/orfs finish
$ cat design/flow/config.mk
export PLATFORM = sky130hd
export DESIGN_NAME = spi_slave
export DESIGN_NICKNAME = spi_slave
export VERILOG_FILES = /design/flow/design.v
export SDC_FILE = /design/flow/constraint.sdc
export NUM_CORES = 4
export LEC_CHECK = 1
export CORE_UTILIZATION = 40
$ cat design/flow/constraint.sdc
current_design spi_slave

set clk_period 1.0
set clk_io_pct 0.2

create_clock -name clk0 -period $clk_period [get_ports {clk}]
create_clock -name clk1 -period $clk_period [get_ports {sck}]

set non_clock_inputs [all_inputs -no_clocks]
set_input_delay [expr $clk_period * $clk_io_pct] -clock clk0 $non_clock_inputs
set_output_delay [expr $clk_period * $clk_io_pct] -clock clk0 [all_outputs]
==> commit_impl_results.txt <==
Store results of the implementation flow

* IR Drop Worst-Case VDD: 0.00117 V
- The final power report lists total power as 4.03 mW.
- In this run the remaining antenna-violating nets after routing total 0.
* Part of the total power dissipated in combinational logic: 0.032
* Area of the die: 4330 um^2
* Global routing met1 resource utilization: 0.201
* Count of final setup violators: 27
* Critical Path Sink Type: register
- Worst Clk Skew: 0.00614 ns
* Max cap viols: 0
- Startpoint type of the worst setup path: register
- OpenROAD emitted warnings numbering 32.
* Post-synthesis to final-layout area growth: 37.4%
* Violations in the final reports: setup timing
- Setup repair after global routing missed its margin: true
- The switching portion of total power comes to 0.187.
- The flow ran to the end, but the final reports show violations.
* Leakage power: 1.05 nW
* TritonCTS clock tree: done
* Post-synthesis sequential element count: 51
* Aoi/oai-family share of the synthesized area: 0
- Comb area leader: multiplexers
- The launch point of the worst register-to-register path is recorded as bit_cnt[0]$_DFF_PN0_.
* Number of top-level pins: 30
- Mean area per synthesized cell: 19.4 um^2
- Buffers on Ports: 28
- The floorplan step set the die height to 65.8 um.
* Via count: 806
- Slack of the critical path: -0.860 ns
- The first global-routing pass estimated 3880 um of wire.
- The setup path with the least slack is of type register to register.
* Maximum number of pins on one net before global-route repair: 19
- DR DRC count: 0
* Ratio of cells with drive above 1 in the final layout: 0.434
- Distinct lib cells: 17
- Iteration-0 DRC count of the detailed router: 31
- The synth_stat.txt file lists the number of cells as 84.
* Clock Pin Slew Worst Setup and Hold Paths: 0.08 ns
* Worst-path fanout max: 8
* Area of the synthesized netlist per yosys stat: 1630 um^2
* Most utilized layer in the global route result: met1
* GRT Util Overall: 0.128
- The power report lists cell-internal power as 3.28 mW.
- Total power divided by cell area: 1800 nW/um^2
- Power share of the sequential group: 0.542
- Launch point of the worst path: bit_cnt[0]$_DFF_PN0_
* Actual transition at the worst max-transition pin: 0.235 ns
- Gpl congestion: 0.718
* # clock sinks: 51
- Routing resource usage on met2 recorded by global route was 0.180.
* Fraction of the core area occupied by cells at floorplan: 0.432
* Aggregate routed wire length: 2340 um
- Buffers inserted to repair hold after CTS numbered 0.
- Critical Path RT: 0.64 ns
* Ratio of routed vias to standard cells: 4.38
- In this run, the synthesized area fraction spent on xor and xnor cells is recorded as 0.
- Of the total synthesized cell area, the portion taken by AND, OR, NAND and NOR gates is 0.0522.
- Number of placement rows: 22
- The path class of the tightest hold or removal check is input port to async pin.
* Mapped Cells: 84
* Portion of netlist area occupied by mux cells: 0.0776
* Total half-perimeter wirelength after legalization and detailed placement: 1460 um
* Switch Pwr: 0.753 mW
* Register area share after synthesis: 0.818
- Antenna violations before repair: 0
* Placeable core region: 3770 um^2
- R2r worst-path depth: 5
- The number of antenna diodes in the final layout is 0.
- Pre-antenna DRT Iters: 2
* Final tally of max-slew violations: 0
- According to the floorplan report, the die width is 65.8 um.
- The cell-mix breakdown from Yosys lists the adder-cell area share as 0.0384.
- Via count of the first global-routing pass: 870
* Data arrival time at the worst-slack endpoint: 1.50 ns
- After synthesis the cells add up to 1630 um^2.
- Routed length per placed instance: 12.7 um
* Total count of hold-check failures in the final report: 0
- After global routing the overflow that remains totals 0.
- Clk pwr share: 0.426
- The warning tally printed by Yosys for this design is 3.
- Across all checked pins, the minimum headroom to the slew limit is 0.844.
- Met3 demand-to-capacity share in global routing: 0.0437
* Post-Place Worst Slack: -0.878 ns
- Final core area utilization: 0.594
[what timing repair did]
item | in CTS | in global routing
gates resized | 55 | 7
setup endpoints to repair | 51 | 45
pin swaps | 1 | 2
buffers inserted | 2 | 5
[cell usage after synthesis]
master	number	area share
ha_1	5	0.038
and2_1	3	0.012
nor2b_1	5	0.019
dfrtp_1	27	0.41
dfxtp_1	2	0.025
nor2_1	4	0.0092
inv_1	3	0.0069
edfxtp_1	13	0.24
nand2_1	1	0.0023
mux2_2	1	0.0069
buf_6	1	0.0069
dfstp_2	1	0.016
dfrtn_1	8	0.12
mux2i_1	1	0.0061
and4b_1	1	0.0061
and3_1	1	0.0038
mux2_4	7	0.065
[per-layer routing]
layer  vias to the layer above  part of all wire  wire (um)
met1                       391              0.47       1100
li1                        378                 -          -
met3                         6             0.063        147
met2                        31              0.45       1040
met4                         0             0.022         51
met5                         -                 0          0
[final timing paths]
path,end,slack (ns)
hold reg to reg,nss_d[1]$_DFF_P_,0.33
hold / removal,cdc_read_m.new_req$_DFF_PN0_,0.28
min in group clk0,nss_d[1]$_DFF_P_,0.33
max in group asynchronous,treg[5]$_DFF_NN0_,0.03
min in group clk1,cdc_read_m.ack$_DFF_PN0_,0.35
setup / recovery,treg[4]$_DFF_NN0_,-0.86
max in group clk0,sdo,-0.46
setup reg to reg,treg[4]$_DFF_NN0_,-0.86
[cell usage in the layout (no fill, tap or decap), types with 3 or more instances in the layout]
master | synthesis | routed
dfrtp_1 | 27 | 27
buf_2 | 0 | 14
edfxtp_1 | 13 | 13
clkdlybuf4s50_1 | 0 | 11
buf_4 | 0 | 10
mux2_4 | 7 | 8
clkbuf_8 | 0 | 8
dfrtn_1 | 8 | 8
nor2_1 | 4 | 4
nor2b_1 | 5 | 3
ha_4 | 0 | 3
clkdlybuf4s15_1 | 0 | 3
[through the flow]
step	instance area (um^2)	TNS (ns)	std cells	hold slack, ns
final	2240	-12.89	184	0.282
after global routing	2240	-14.24	184	0.294
after CTS	2200	-11.10	182	0.283
after detailed placement	2050	-19.99	168	0.313
after global placement	2050	-19.43	168	0.311
after floorplan	1650	-11.68	84	-0.0956
[power by group through the flow]
stage	Combinational, mW	Clock (mW)	Sequential, mW
4_1_cts	0.130	1.76	2.18
5_1_grt	0.146	1.88	2.19
6_report	0.131	1.72	2.19
[sequential cells by signal (all words and copies together), names as in the netlist, 2 cells and up]
signal,cells
nss_d,2
csr_address,5
treg,8
bit_cnt,3
csr_writedata,8
rreg,7
[worst max-delay path, cell delays in order, from the launching register on]
cell and delay [ns]:
dfrtp_1 0.39, inv_2 0.07, ha_2 0.17, nor2b_4 0.15, buf_12 0.14, mux2_4 0.29
[area by class of cell]
cell class                      count  area, um^2
Fill cell                         269        1530
Sequential cell                    51        1330
Multi-Input combinational cell     29         345
Timing Repair Buffer               41         328
Clock buffer                        9         114
Tap cell                           48        60.1
Clock inverter                      3        46.3
Inverter                            3        11.3
[logic make-up after synthesis]
family        Yosys count
fa+ha+maj               5
flops                  51
simple gates           15
mux                     9
buf+inv                 4
Power is estimated from default activity; no workload was simulated.
