`design.v`:
```
module i2c_slave
    #(
        parameter A_WIDTH = 5
    )(
        input clk,
        input reset_n,
        output reg chip_select,
        output reg [(A_WIDTH-1):0] csr_address,
        output reg csr_read,
        input      [7:0] csr_readdata,
        output reg csr_write,
        output reg [7:0] csr_writedata,
        input [2:0] addr_sel,
        inout sda,
        input scl
    );
    reg sda_out;
    assign sda = (reset_n & ~sda_out) ? 1'b0 : 1'bz;
    assign sda_in = (sda !== 1'b0);
wire [6:0] dev_addr = {4'b1100, 1'b0, addr_sel[1:0]};
reg  [2:0] scl_r;
always @(posedge clk)
    scl_r <= {scl_r[1:0], scl};
reg  [2:0] sda_in_r;
wire sda_in_d = sda_in_r[1];
always @(posedge clk)
    sda_in_r <= {sda_in_r[1:0], sda_out ? (sda_in !== 1'b0) : 1'b1};
wire scl_rising = (scl_r[2:1] == 2'b01);   
wire scl_falling = (scl_r[2:1] == 2'b10);  
wire start = (sda_in_r[2:1] == 2'b10 && scl_r[1] == 1'b1);
wire stop = (sda_in_r[2:1] == 2'b01 && scl_r[1] == 1'b1);
reg  [3:0] bit_cnt;
reg  ack;
reg  [7:0] rreg;
reg  is_addr_byte;
reg  is_skip;
reg  is_write;
reg  is_cmd_byte;
reg  [7:0] c_readdata;  
always @(posedge clk or negedge reset_n)
    if (!reset_n) begin
        chip_select <= 0;
        csr_read <= 0;
        csr_write <= 0;
        bit_cnt <= 4'b1111;
        ack <= 0;
        is_addr_byte <= 1;
        is_skip <= 0;
        is_write <= 1;
        is_cmd_byte <= 1;
        sda_out <= 1;
    end
    else begin
        csr_read <= 0;
        csr_write <= 0;
        c_readdata <= csr_readdata;
        if (start)
            chip_select <= 1;
        if (stop)
            chip_select <= 0;
        if (start || stop) begin
            bit_cnt <= 4'b1111;
            ack <= 0;
            is_addr_byte <= 1;
            is_skip <= 0;
            is_write <= 1;
            is_cmd_byte <= 1;
            sda_out <= 1;
        end
        else if (!is_skip) begin
            if (scl_rising) begin
                rreg <= {rreg[6:0], sda_in_d};
                if (bit_cnt == 7) begin  
                    csr_writedata <= {rreg[6:0], sda_in_d};
                    if (is_addr_byte) begin
                        is_write <= !sda_in_d;
                        is_skip <= rreg[6:0] != dev_addr;
                        ack <= 1;
                    end
                    else if (is_write) begin
                        is_cmd_byte <= 0;
                        ack <= 1;
                        if (is_cmd_byte)
                            csr_address <= {rreg[(A_WIDTH-2):0], sda_in_d};
                        else
                            csr_write <= 1;
                    end
                end
                else if (bit_cnt == 8) begin
                    if (!ack && sda_in_d)
                        is_skip <= 1;
                    if (is_addr_byte)
                        is_addr_byte <= 0;
                    else if (!is_write)
                        csr_read <= 1;
                end
            end
            else if (scl_falling) begin
                bit_cnt <= bit_cnt + 1'b1;
                if (is_write) begin
                    sda_out <= 1;
                end
                else begin
                    case (bit_cnt)
                        8: sda_out <= c_readdata[7];
                        0: sda_out <= c_readdata[6];
                        1: sda_out <= c_readdata[5];
                        2: sda_out <= c_readdata[4];
                        3: sda_out <= c_readdata[3];
                        4: sda_out <= c_readdata[2];
                        5: sda_out <= c_readdata[1];
                        6: sda_out <= c_readdata[0];
                    endcase
                end
                if (bit_cnt == 7) begin
                    if (ack)
                        sda_out <= 0;
                    else
                        sda_out <= 1;
                end
                else if (bit_cnt == 8) begin
                    bit_cnt <= 0;
                    if (ack)
                        ack <= 0;
                end
            end
        end
    end
endmodule
```
`run.sh`:
```
#!/bin/bash
# OpenROAD 26Q1-2900-gdf79404cd8, Yosys 0.63+post, stock flow scripts
make -C /OpenROAD-flow-scripts/flow DESIGN_CONFIG=/design/flow/config.mk WORK_HOME=/design/flow/orfs finish
```
`config.mk`:
```
export PLATFORM = sky130hd
export DESIGN_NAME = i2c_slave
export DESIGN_NICKNAME = i2c_slave
export VERILOG_FILES = /design/flow/design.v
export SDC_FILE = /design/flow/constraint.sdc
export NUM_CORES = 4
export LEC_CHECK = 1
export CORE_UTILIZATION = 40
```
`constraint.sdc`:
```
current_design i2c_slave

set clk_period 2.4
set clk_io_pct 0.2

create_clock -name clk0 -period $clk_period [get_ports {clk}]

set non_clock_inputs [all_inputs -no_clocks]
set_input_delay [expr $clk_period * $clk_io_pct] -clock clk0 $non_clock_inputs
set_output_delay [expr $clk_period * $clk_io_pct] -clock clk0 [all_outputs]
```
==> results_slide.txt <==
Synthesis and Place & Route Summary

Status
  • Status: finished, final reports clean

Synth
  • Synth Seq Share: 68.3%
  • Syn. warnings: 3
  • Ys cells: 143
  • Synth area leaders: edfxtp_1 44%, dfstp_2 11%, dfrtp_1 6.6%
  • Yosys chip area: 1900 µm²
  • Post-Syn Area: 1900 µm²
  • Synthesized instance count: 143
  • Largest type area fraction: 44.3%
  • Avg Cell Area, Syn: 13.3 µm²
  • Distinct lib cells used: 41
  • #FFs+latches synth: 47
  • Largest area contributor in the netlist: edfxtp_1

Placed design
  • Detailed Place HPWL: 2160 µm
  • Place WS: 365 ps
  • Area post-placement: 2210 µm²
  • Port bufs: 28
  • RePlAce Congestion: 0.826
  • Dpl cells: 220

Worst setup path
  • Crit path DRT: 2360 ps
  • Max incr delay on CP: 440 ps
  • WS Path Type: flip-flop to flip-flop
  • Worst Path Arrival: 1980 ps
  • Slowest-stage cell, CP: dfxtp_1
  • CP cell instances: ha_1 -> inv_1 -> nor2_1 -> and3_1 -> and2_1
  • Startpoint types: flip-flop
  • Largest fanout on the critical path: 8
  • CP endpoint kind: flip-flop

Power and ir drop
  • Leak Pwr: 0.882 nW
  • Pwr dens: 883 nW/µm²
  • Worst VDD drop: 0.419 mV

Drt
  • Wirelength per Cell: 13.2 µm
  • N_diodes: 0
  • Via density: 5.08
  • Final ANT Viol Nets: 0
  • Final WL: 3000 µm
  • Initial DRC Count: 90
  • DRC: 0
  • Via count: 1159
  • Drt pass-1 iters: 6

Cells and area
  • Comb gate area: 520 µm²
  • Final instance area: 2300 µm²
  • Layout area overhead: 21.4%
  • Layout cells sized above 1: 10.8%
  • Register area: 1300 µm²
  • Fin cells: 228
  • Filler instances: 387

Global route
  • GRT Total Usage: 13.4%
  • GRT overflow: 0
  • Global-route wire length before repair: 4970 µm
  • Initial antenna violation count: 0
  • Largest net degree at the start of global routing: 22
  • Number of global-route vias before repair: 1062

Flow run
  • OpenROAD warnings: 30
  • Max-capacitance violation count: 0

STA
  • Finish-stage setup viols: 0
  • Fin crit share: 83.8%
  • Worst Skew: 8.79 ps
  • FMAX: 497 MHz
  • Final worst setup slack: 389 ps
  • Worst hold margin: 331 ps
  • Hold Vio Cnt, Final: 0
  • Minimum clock period after layout: 2010 ps
  • Final Slew Violations: 0
  • Setup_tns: 0 ps
  • RSZ-0062 raised after global routing: no

Hold path
  • Min-Delay Path Class: flip-flop to flip-flop

Floorplanning
  • IO Count: 31
  • Core area: 4440 µm²
  • Die area: 5020 µm²
  • Site row count: 24
  • Die width: 70.9 µm
  • Fp_density: 42.7%
  • Die Ht: 70.9 µm

Clock tree
  • Clock slew at reported path FFs: 80 ps
  • Postcts setup bufs: 0
  • CTS max path bufs: 2
  • Clock Sinks: 47
  • PostCTS Resize Cnt: 0
  • TritonCTS clock tree: yes
  • Worst skew pair latency: 300 ps
  • Root Driver: clkbuf_8
  • CTS buffer count: 5
  • H-tree depth: 2
  • Hold Buf Count CTS: 0
## logic make-up after synthesis
group                      after synthesis  share of synthesized area (%)
adders and majority gates                6                           3.96
DFF                                     47                           68.3
other                                    1                          0.198
AOI/OAI and AO/OA                       27                           8.97
muxes                                    2                           1.06
and+or+nand+nor                         43                           11.9
buffers and inverters                   14                           4.22
xor gates and xnor gates                 3                           1.39
## where the power goes
part | total (W) | switching, W | internal, W
clock | 0.000459 | 0.000257 | 0.000203
combinational | 0.000432 | 0.000224 | 0.000208
sequential | 0.00114 | 0.000125 | 0.00102
total | 0.00203 | 0.000605 | 0.00143
## cell usage after synthesis
library cell / instances
a21boi_0: 1
o211ai_1: 2
and2_1: 2
a22oi_1: 1
nor3_1: 3
a31oi_1: 1
nand3_1: 4
dfstp_2: 8
nor3b_1: 1
clkbuf_1: 1
nor2b_1: 1
a21oi_1: 5
nor4_1: 2
buf_2: 1
dfrtp_1: 5
inv_1: 8
xor2_1: 3
nor4b_1: 1
a211oi_1: 1
ha_1: 6
edfxtp_1: 28
conb_1: 1
nand3b_1: 2
o31a_1: 1
and3_1: 2
nor2_1: 7
a21boi_1: 1
buf_6: 3
o21ai_1: 2
nand2b_1: 3
a221oi_1: 1
o21ai_0: 8
nand2_1: 13
nor4_2: 1
o311ai_0: 1
dfxtp_1: 6
mux2i_1: 2
a32oi_1: 1
buf_4: 1
and3b_1: 1
a211o_1: 1
## cell usage in the layout, fill, tap and decap left out, types with 2 or more instances in the layout
cell type	netlist	final
nand2_1	13	13
nor2_1	7	7
inv_1	8	8
o211ai_1	2	2
nand3b_1	2	2
o21ai_1	2	2
nor4_1	2	2
edfxtp_1	28	28
o21ai_0	8	8
and2_1	2	2
clkdlybuf4s50_1	0	28
nor3_1	3	3
clkbuf_8	0	5
dfxtp_1	6	6
ha_1	6	6
and3_1	2	2
dfstp_2	8	8
nand2b_1	3	3
mux2i_1	2	2
a21oi_1	5	5
buf_4	1	3
xor2_1	3	3
dfrtp_1	5	5
nand3_1	4	4
## worst paths after layout
kind                                   startpoint  depth (start not counted)                    endpoint  slack (ps)
setup reg to reg                 scl_r[1]$_DFF_P_                          5  csr_writedata[0]$_DFFE_PP_         390
max in group asynchronous                 reset_n                          2      bit_cnt[2]$_DFFE_PN1P_        1580
setup / recovery                 scl_r[1]$_DFF_P_                          5  csr_writedata[0]$_DFFE_PP_         390
hold reg to reg            sda_in_r[0]$_SDFF_PN1_                          0         sda_in_r[1]$_DFF_P_         330
min in group asynchronous                 reset_n                          2         csr_write$_DFF_PN0_         540
hold / removal             sda_in_r[0]$_SDFF_PN1_                          0         sda_in_r[1]$_DFF_P_         330
## layout make-up
| type | count | area share (%) |
|---|---|---|
| Timing Repair Buffer | 31 | 13.1 |
| Inverter | 8 | 1.30 |
| Clock buffer | 5 | 2.99 |
| Multi-Input combinational cell | 82 | 22.6 |
| Tap cell | 52 | 2.82 |
| Sequential cell | 47 | 56.3 |
| Clock inverter | 3 | 0.869 |
## worst max-delay path: cells and delay by family, from the launching register on
| family | cells | cell delay [ps] |
|---|---|---|
| adders and majority gates | 1 | 290 |
| DFF | 1 | 440 |
| buffers and inverters | 1 | 80 |
| and+or+nand+nor | 3 | 860 |
## metal layers
metal  vias up  GRT usage (%)  share of wire (%)
met2        36           17.5                 40
met1       537           24.8                 53
met3         5           3.47                6.0
met4         0           1.78                1.7
met5         -              0                  0
li1        581              -                  -
## sequential cells by signal (all words and copies together) (netlist names)
name	cells
sda_in_r	3
is_write	1
chip_select	1
csr_write	1
sda_out	1
bit_cnt	4
is_skip	1
csr_read	1
csr_writedata	8
rreg	7
ack	1
is_cmd_byte	1
is_addr_byte	1
csr_address	5
c_readdata	8
scl_r	3
## per-stage QoR
| step | total power (W) | util, % |
|---|---|---|
| final | 0.00203 | 51.8 |
| after global routing | 0.00216 | 51.8 |
| after CTS | 0.00205 | 51.8 |
| after detailed placement | 0.00159 | 49.8 |
| after global placement | 0.00158 | 49.8 |
| after floorplan | 0.00146 | - |
Power and IR drop assume default switching activity.
